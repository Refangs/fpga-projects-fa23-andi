[flow/design.v]
module fifo #(
    parameter WIDTH = 8,
    parameter DEPTH = 32,
    parameter POINTER_WIDTH = $clog2(DEPTH)
) (
    input clk, rst,
    input wr_en,
    input [WIDTH-1:0] din,
    output full,
    input rd_en,
    output [WIDTH-1:0] dout,
    output empty
);
    reg [5:0] num_items;
    assign full = num_items == DEPTH;
    assign empty = num_items == 0;
    reg [WIDTH-1:0] buffer [DEPTH-1:0];
    reg [POINTER_WIDTH-1:0] rd_ptr;
    reg [POINTER_WIDTH-1:0] wr_ptr;
    reg [WIDTH-1:0] dout_reg;
    assign dout = dout_reg;
    always @(posedge clk) begin
        if (rst) begin
            num_items <= 0;
            rd_ptr <= 0;
            wr_ptr <= 0;
        end else begin
            if (wr_en && num_items < DEPTH) begin
                buffer[wr_ptr] = din;
                wr_ptr = wr_ptr + 1;
                num_items = num_items + 1;
            end
            if (rd_en && num_items > 0) begin
                dout_reg = buffer[rd_ptr];
                rd_ptr = rd_ptr + 1;
                num_items = num_items - 1;
            end
        end
    end
endmodule
[flow/run.sh]
#!/bin/bash
# OpenROAD 26Q1-2900-gdf79404cd8, Yosys 0.63+post, stock flow scripts
make -C /OpenROAD-flow-scripts/flow DESIGN_CONFIG=/design/flow/config.mk WORK_HOME=/design/flow/orfs finish
[flow/config.mk]
export PLATFORM = sky130hd
export DESIGN_NAME = fifo
export DESIGN_NICKNAME = fifo
export VERILOG_FILES = /design/flow/design.v
export SDC_FILE = /design/flow/constraint.sdc
export NUM_CORES = 4
export LEC_CHECK = 1
export CORE_UTILIZATION = 30
[flow/constraint.sdc]
current_design fifo

set clk_period 5.1
set clk_io_pct 0.2

create_clock -name clk0 -period $clk_period [get_ports {clk}]

set non_clock_inputs [all_inputs -no_clocks]
set_input_delay [expr $clk_period * $clk_io_pct] -clock clk0 $non_clock_inputs
set_output_delay [expr $clk_period * $clk_io_pct] -clock clk0 [all_outputs]
==> results.py <==
# Generated from Yosys and OpenROAD reports
metrics = {
    "hold_path": {
        "holdCritStartpoint": "rd_ptr[1]$_SDFFE_PP0P_",
        "min_path_type": "reg2reg",
    },
    "global_route": {
        "grtUsageTotal": 0.175,
        "grt_pass1_wl_um": 64000,
        "grt_pass1_vias": 10100,
        "antenna_found_initial": 0,
        "overflow": 0,
        "grt_max_degree": 104,
    },
    "power": {
        "power_mw": 7.67,
        "peakVddDrop_v": 0.000297,
        "leakagePower_nw": 5.97,
        "powerDensity_nw_per_um2": 444,
    },
    "clock_network": {
        "clk_latency_ps": 570,
        "cts_tree": "yes",
        "cts_resized": 0,
        "post_cts_buffers": 0,
        "htree_num_levels": 1,
        "cts.sinks": 280,
        "clk_pin_slew_worst_paths_ps": 60,
        "cts_buffer_depth": 3,
        "ctsRootBufferMaster": "clkbuf_16",
        "holdBufCountCts": 0,
        "cts_made_buffers": 30,
    },
    "setup_path": {
        "path_buffers": 3,
        "cpLargestDelayFamily": "simple AND/OR/NAND/NOR gates",
        "rr_worst_depth": 12,
        "rr_endpoint": "dout_reg[6]$_DFFE_PP_",
        "slowest_stage": "a2111oi_0",
        "cp_max_fo": 12,
        "critical_path_arrival_ps": 4930,
        "startpoint_type": "flip-flop",
        "reg2reg_slack_ps": 480,
        "endpoint_kind": "flip-flop",
        "slowest_delay_ps": 590,
        "cp-startpoint": "wr_ptr[0]$_SDFFE_PP0P_",
        "worstReg2RegStart": "wr_ptr[0]$_SDFFE_PP0P_",
        "crit_required_ps": 5410,
        "worstSetupPathType": "reg2reg",
        "cp_common_cell": "buf_4",
        "path_depth": 12,
        "setup.worst_path.end": "dout_reg[6]$_DFFE_PP_",
        "path_cells": "inv_1 > ha_1 > or3_4 > a311oi_4 > nand4_1 > mux2_2 > a2111oi_0 > buf_4 > o211a_1 > nor4b_1 > buf_4 > a2bb2oi_1",
    },
    "placement": {
        "gp_congestion": 0.949,
        "port_buffers": 21,
        "dpl_cell_area_um2": 16400,
        "hpwl_um": 28700,
    },
    "final_layout": {
        "drive_above_1_share": 0.312,
        "comb_area_um2": 6400,
        "area_delta_synth_final_pct": 15.0,
        "largest_reg_flops": 256,
        "flop_area_um2": 8250,
        "final_util": 0.351,
        "fillers": 4693,
        "design_area_um2": 17300,
    },
    "synthesis": {
        "syn_avg_cell_area_um2": 13.2,
        "yosys.cell_types.count": 85,
        "ys_warn_count": 2,
        "synthTopCellsByArea": "edfxtp_1, mux2_2, dfxtp_1",
        "ys_area_um2": 15000,
        "yosysMostFrequentCell": "edfxtp_1",
        "synth_stat.cells": 1142,
        "top_cells_by_count": "edfxtp_1, mux2_2, nand2_1",
        "ys.flop_type": "edfxtp_1",
        "top_area_cell": "edfxtp_1",
        "synth_cells": 1142,
        "postSynthSeqShare": 0.549,
        "ys_seq_elements": 280,
        "syn-cell-area_um2": 15000,
        "async_flop_share": 0,
        "synth.top_cell.area_share": 0.528,
        "edf_count": 264,
    },
    "final_timing": {
        "min_period_ps": 4620,
        "period_used_share": 0.905,
        "fmax_mhz": 217,
        "max-slew-margin-rel": 0.285,
        "finClkSkew_ps": 23.4,
        "rsz0062_at_grt": "false",
        "setup_viol": 0,
        "slew_violations": 0,
        "tightest_slew_ps": 1070,
        "hold_viol": 0,
    },
    "route": {
        "via_per_inst": 5.39,
        "vias": 10200,
        "antennaDiodeCount": 0,
        "wl_um": 42000,
        "ant_nets": 0,
        "drt_iter0_markers": 918,
        "drc_errors": 0,
        "drt_pass1_iterations": 5,
        "avgRoutedWirePerCell_um": 22.2,
    },
    "die": {
        "fp_util": 0.306,
        "fp.dieW_um": 226,
        "ioPinCount": 22,
        "core_area_um2": 49200,
        "die_h_um": 226,
        "num_rows": 81,
        "chip_area_um2": 51000,
    },
    "run": {
        "drv_cap": 0,
        "warnings": 38,
    },
    "status": {
        "outcome": "finished clean",
    },
}
-- worst reg2reg max path, delay by kind of cell, from the launching register on --
kind,cells,cell delay (ps)
AND/OR/NAND/NOR,3,1290
AND-OR/OR-AND,4,1230
buffers and inverters,3,520
multiplexers,1,470
adder cells (fa/ha/maj),1,430
flip-flops,1,420
-- layer usage --
metal | vias up | routed length (um) | GRT usage
met4 | 0 | 1180 | 0.0404
met3 | 65 | 3450 | 0.0527
li1 | 4640 | - | -
met2 | 373 | 19700 | 0.273
met1 | 5107 | 17600 | 0.247
met5 | - | 0 | 0
-- worst min path at each step --
stage	endpoint	slack (ps)	cells after the start
CTS	rd_ptr[1]$_SDFFE_PP0P_	520	2
global route	buffer[4][2]$_DFFE_PN_	570	2
finish	rd_ptr[1]$_SDFFE_PP0P_	520	2
-- placed cells by master (no fill, tap or decap), drive strengths merged, types with 19 or more instances in the layout --
cell type / count
buf: 76
mux2: 245
clkbuf: 36
inv: 25
a221oi: 19
nand2: 72
nand3: 21
nor3: 27
a22oi: 23
edfxtp: 264
nor2: 56
a21oi: 19
clkdlybuf4s50: 21
-- kinds of logic after synthesis --
group | synth area share
AOI/OAI and AO/OA | 0.112
DFF | 0.549
adders and majority gates | 0.0133
xor gates and xnor gates | 0.00816
buffers and inverters | 0.0249
muxes | 0.195
and+or+nand+nor | 0.0971
-- metrics by stage --
step / hold slack [ps] / instances / setup slack, ps / setup TNS [ps]
2_1_floorplan: 478 / 1142 / -256 / -65620
3_3_place_gp: 498 / 1837 / 190 / 0
3_5_place_dp: 509 / 1837 / 122 / 0
4_1_cts: 518 / 1888 / 478 / 0
5_1_grt: 568 / 1888 / 177 / 0
6_report: 518 / 1888 / 483 / 0
-- area by class of cell --
| class | instances | area share |
|---|---|---|
| tap | 664 | 0.0481 |
| timing repair buffer | 97 | 0.0467 |
| sequential | 280 | 0.478 |
| clock buffer | 36 | 0.0448 |
| clock inverter | 15 | 0.00609 |
| multi-input combinational | 767 | 0.370 |
| inverter | 29 | 0.00652 |
-- where the power goes --
group | internal (mW) | leakage, nW | switching (mW)
registers | 3.12 | 2.71 | 0.134
clock network | 1.12 | 0.422 | 0.882
logic | 1.12 | 2.84 | 1.29
Power is estimated from default activity; no workload was simulated.
