[flow/design.v]
module reg_file (
    input clk,
    input we,
    input [4:0] ra1, ra2, wa,
    input [31:0] wd,
    output [31:0] rd1, rd2
);
    parameter DEPTH = 32;
    reg [31:0] mem [0:31];
    assign rd1 = ra1 == 0 ? 0 : mem[ra1];
    assign rd2 = ra2 == 0 ? 0 : mem[ra2];
    always @(posedge clk) begin
        if (we && wa != 5'b0) begin
            mem[wa] <= wd;
        end
    end
endmodule
[flow/run.sh]
#!/bin/bash
# OpenROAD 26Q1-2900-gdf79404cd8, Yosys 0.63+post, stock flow scripts
make -C /OpenROAD-flow-scripts/flow DESIGN_CONFIG=/design/flow/config.mk WORK_HOME=/design/flow/orfs finish
[flow/config.mk]
export PLATFORM = sky130hd
export DESIGN_NAME = reg_file
export DESIGN_NICKNAME = reg_file
export VERILOG_FILES = /design/flow/design.v
export SDC_FILE = /design/flow/constraint.sdc
export NUM_CORES = 4
export LEC_CHECK = 1
export CORE_UTILIZATION = 30
[flow/constraint.sdc]
current_design reg_file

set clk_period 5.9
set clk_io_pct 0.2

create_clock -name clk0 -period $clk_period [get_ports {clk}]

set non_clock_inputs [all_inputs -no_clocks]
set_input_delay [expr $clk_period * $clk_io_pct] -clock clk0 $non_clock_inputs
set_output_delay [expr $clk_period * $clk_io_pct] -clock clk0 [all_outputs]
==> results.txt <==
The synthesis and PnR run went through. 113 I/O pins were placed. Looking at the cell usage after synthesis, the top flip-flop cell is sky130_fd_sc_hd__edfxtp_1. The timing report gives the clock slew at the launch and capture registers of the worst setup and hold paths as 0.06 ns. In this run the top signal layer used is met5. Width of the die landed at about 400 um. Area of combinational cells with multiple inputs landed at ~16000 um2. Total count of hold-check failures in the final report landed at 0. In this run the clock root is driven by a sky130_fd_sc_hd__clkbuf_16. The run finished with clean final reports. Sequential cell area landed at approximately 31000 um2. Entering global routing, the biggest net connects around 83 pins. The filler cells instantiated in the layout total 14470. Excluding fillers, the count of instances in the completed layout stands at 4937.

The power report puts the leakage power at 17.96 nW. For the worst setup path, the data required time is 4.72 ns. The registers reported with the highest flop counts are mem (1024). Final setup TNS landed at 0 ns. The synthesis stats list as the most numerous cell sky130_fd_sc_hd__edfxtp_1. Yosys stat cell total landed at 2564. Checking hold timing, the worst path is listed with class in2reg. Summed over all instances, the cell type with the most area after synthesis is sky130_fd_sc_hd__edfxtp_1.

The worst setup path is captured at an output pin. Largest fanout on the critical path landed at 35. The worst pin sits at a relative slew slack of 0.3035. The register with the most flip-flops in the final layout is mem. In the final layout, the share of cells above drive strength 1 is 0.2799. The routed design could run at a clock period as short as 5.605 ns.

Number of H-tree levels landed at 3. Detailed-route iteration 0 reported a violation count of between 1500 and 2000. TritonCTS built the clock tree. After synthesis, the cell types taking the most area are sky130_fd_sc_hd__edfxtp_1, sky130_fd_sc_hd__mux4_2, sky130_fd_sc_hd__mux2i_1.

Number of instances in the synthesized netlist landed at approximately 2600. The flow reports an fmax of 178.4 MHz. Number of enable flip-flop cells landed at approximately 1000.

For this run, asynchronously set or reset flops after synthesis account for 0. Warnings reported by Yosys during synthesis add up to 1. Final weighted congestion in routability-driven placement landed at approximately 0.90.

In the hold report, the worst path ends at mem[24][17]$_DFFE_PP_. The detailed router reports a met2 wire length of slightly above 70 mm. Summed standard-cell area reported by yosys landed at ~48000 um2.

Remaining global-route overflow landed at 0. Dividing total power by cell area gives a power density of 290.1 nW/um2. The detail route stage leaves a number of antenna-violating nets equal to 0. The floorplan has between 100 and 150 rows. The chip occupies about 160000 um2. The register with the most flip-flops in the layout has 1024 of them. Routed metal-1 wire length landed at 49.17 mm. The commonest cells after synthesis are sky130_fd_sc_hd__edfxtp_1, sky130_fd_sc_hd__mux2i_1, sky130_fd_sc_hd__mux4_2, sky130_fd_sc_hd__clkbuf_1, sky130_fd_sc_hd__nand2_1.

The synthesized netlist occupies a cell area of 47900 um2. The region available for standard cell placement spans approximately 160000 um2. Portion of the post-synthesis area used by sequential elements landed at 0.6419. For this run, the detailed router's first-pass iteration total came to 5. Global-route usage over all layers landed at 0.2066. The number of antenna violations at the first check in global routing came to 4.

Total setup buffers inserted after CTS landed at 0. The post-synth register bit count is slightly above 1000. Total detailed-routing wirelength landed at between 150 and 200 mm. Per the detail_route log, met3 wirelength is roughly 30 mm. Via-per-instance ratio landed at approximately 5.7. The clock drives approximately 1000 sinks.

Total number of warnings across the stage logs landed at 26. Signed area change from the synthesized netlist to the final layout landed at 16.38%. The worst-case IR drop observed on VDD is 0.2329 mV.

The post-CTS hold buffer count recorded in the log is 0. Critical path data arrival time landed at between 4 and 5 ns. Starting density of the core landed at 0.3025.

Mean routed wirelength per cell landed at approximately 32 um. Setup repair after global routing left no endpoint under its margin. Count of placed standard cells including taps landed at 4754. In the finished design, the share of the clock period the worst path needs comes to 0.9500.

The number of gates resized after CTS was 0. Total number of vias landed at between 20000 and 30000. Pins over their slew limit in the final report were tallied at 0. The worst hold path begins at wd[17].

The share of synthesized area in the top cell type comes to 0.6419. Wire length of the first global-routing pass landed at 221.2 mm. Number of input and output port buffers inserted landed at 112. Count of unresolved DRC violations after routing landed at 0. Max-cap violations in this run came to 0.

Half-perimeter wire length after detailed placement landed at a little over 90 mm. The clock passes through at most 3 buffers. CTS added clock buffers totalling 99. The via count of the first global-routing pass was between 30000 and 40000. Final-report setup violation count landed at 0. The synthesized netlist contains 39 unique library cells. Floorplan die height landed at around 400 um.

Number of cells on the worst hold path landed at 2. In the setup report, the worst path falls into the class in2out. STA classifies the critical path startpoint as an input port. A synthesized cell averages 18.68 um2. Slew at the pin with the worst max-slew slack landed at 1.042 ns.
stage by stage:
step	hold WS [ns]	instance area (um2)	setup WS, ns	utilization	power, mW
after floorplan	1.279	48020	2.130	-	9.120
after global placement	2.010	52490	0.1962	0.3314	9.828
after detailed placement	2.014	52490	0.2519	0.3314	9.831
after CTS	1.251	55740	0.2379	0.3520	16.26
after global routing	1.310	55740	0.1994	0.3520	16.61
final	1.289	55750	0.2951	0.3520	16.18
critical path, stage by stage:
cell	delay (ns)
sky130_fd_sc_hd__buf_6	0.46
sky130_fd_sc_hd__inv_4	0.35
sky130_fd_sc_hd__nor2_2	0.36
sky130_fd_sc_hd__buf_4	0.31
sky130_fd_sc_hd__a22oi_1	0.14
sky130_fd_sc_hd__a311oi_1	0.87
sky130_fd_sc_hd__buf_4	0.23
sky130_fd_sc_hd__clkdlybuf4s50_1	0.45
power by group:
group          leakage (nW)  internal (mW)  switching, mW
clock                  1.59           3.70           2.80
sequential             9.25           8.11         0.0441
combinational          7.12          0.657          0.866
total                  18.0           12.5           3.71
layer usage:
metal  vias to the layer above  track usage
met4                        23      0.05767
met1                     14016       0.2211
met3                       317       0.1766
met2                      2139       0.3008
met5                         -      0.03420
li1                      11449            -
cells in the final DEF (no fill, tap or decap), types with 6 or more instances in the layout:
cell type                         count
sky130_fd_sc_hd__buf_4              176
sky130_fd_sc_hd__clkinv_2            16
sky130_fd_sc_hd__a221oi_1            38
sky130_fd_sc_hd__clkbuf_16           99
sky130_fd_sc_hd__mux2i_1            320
sky130_fd_sc_hd__o21ai_0             50
sky130_fd_sc_hd__o2111ai_1           10
sky130_fd_sc_hd__o221ai_1            64
sky130_fd_sc_hd__edfxtp_1          1024
sky130_fd_sc_hd__clkinv_1            20
sky130_fd_sc_hd__a311oi_1            32
sky130_fd_sc_hd__nor2_4              33
sky130_fd_sc_hd__nor2b_1             32
sky130_fd_sc_hd__nand2_1             85
sky130_fd_sc_hd__mux4_1              36
sky130_fd_sc_hd__a21oi_1             32
sky130_fd_sc_hd__conb_1              32
sky130_fd_sc_hd__nand4_1             32
sky130_fd_sc_hd__clkdlybuf4s50_1    102
sky130_fd_sc_hd__a22oi_1             64
sky130_fd_sc_hd__clkbuf_1            20
sky130_fd_sc_hd__buf_12              15
sky130_fd_sc_hd__a211oi_1            53
sky130_fd_sc_hd__bufinv_16           14
sky130_fd_sc_hd__mux2_2              64
sky130_fd_sc_hd__a221oi_2            16
sky130_fd_sc_hd__a211oi_2            11
sky130_fd_sc_hd__mux4_2             316
sky130_fd_sc_hd__nand3b_1             6
worst max-delay path by stage:
| stage | startpoint | endpoint | slack (ns) | cells past startpoint |
|---|---|---|---|---|
| after CTS | ra1[0] | rd1[25] | 0.24 | 8 |
| after global routing | ra1[0] | rd1[25] | 0.20 | 8 |
| final | ra1[0] | rd1[25] | 0.30 | 8 |
area by class of cell:
cell class / instances / share of cell area
Antenna cell: 3 / 0.0001347
Clock buffer: 119 / 0.04578
Clock inverter: 61 / 0.01252
Inverter: 2 / 0.0001795
Multi-Input combinational cell: 1354 / 0.2942
Sequential cell: 1024 / 0.5515
Tap cell: 2072 / 0.04650
Timing Repair Buffer: 302 / 0.04915
cells by family (layout without fill, tap and decap cells):
family,Yosys count,in the layout,synth area share
flip-flops,1024,1024,0.6419
other,1,35,0.00007828
AND-OR/OR-AND,374,374,0.06154
multiplexers,736,736,0.2502
buffers and inverters,217,484,0.02445
AND/OR/NAND/NOR,212,212,0.02184
Power figures rest on the tool's default switching activity, not on a simulated workload.
