<file path="flow/run.sh">
#!/bin/bash
# OpenROAD 26Q1-2900-gdf79404cd8, Yosys 0.63+post, stock flow scripts
make -C /OpenROAD-flow-scripts/flow DESIGN_CONFIG=/design/flow/config.mk WORK_HOME=/design/flow/orfs finish
</file>
<file path="flow/config.mk">
export PLATFORM = sky130hd
export DESIGN_NAME = synth
export DESIGN_NICKNAME = synth
export VERILOG_FILES = /design/flow/design.v
export SDC_FILE = /design/flow/constraint.sdc
export NUM_CORES = 4
export LEC_CHECK = 1
export CORE_UTILIZATION = 50
export SYNTH_MEMORY_MAX_BITS = 65536
</file>
<file path="flow/constraint.sdc">
current_design synth

set clk_period 10.8
set clk_io_pct 0.2

create_clock -name clk0 -period $clk_period [get_ports {clk}]

set non_clock_inputs [all_inputs -no_clocks]
set_input_delay [expr $clk_period * $clk_io_pct] -clock clk0 $non_clock_inputs
set_output_delay [expr $clk_period * $clk_io_pct] -clock clk0 [all_outputs]
</file>
<file path="flow/design.v">
module nco(
    input clk,
    input rst,
    input [23:0] fcw,
    input next_sample,
    output [13:0] code
);
    wire [7:0] addr;
    wire [13:0] sine_lut_out;
    sine_lut sine_lut (
        .address(addr),
        .data(sine_lut_out)
    );
    assign code = sine_lut_out;
    reg [23:0] pa;  
    assign addr = pa[23:16];
    always @(posedge clk) begin
        if (rst) begin
            pa <= 0;
        end else begin
            if (next_sample == 1) begin
                pa <= pa + fcw;
            end
        end
    end
endmodule
module sine_lut (input [7:0] address, output reg [13:0] data);
  always @ (*) begin
    case(address)
      8'd0: data = 14'b00000000000000;
      8'd1: data = 14'b00000000011001;
      8'd2: data = 14'b00000000110010;
      8'd3: data = 14'b00000001001011;
      8'd4: data = 14'b00000001100100;
      8'd5: data = 14'b00000001111101;
      8'd6: data = 14'b00000010010110;
      8'd7: data = 14'b00000010101111;
      8'd8: data = 14'b00000011000111;
      8'd9: data = 14'b00000011100000;
      8'd10: data = 14'b00000011111000;
      8'd11: data = 14'b00000100010001;
      8'd12: data = 14'b00000100101001;
      8'd13: data = 14'b00000101000001;
      8'd14: data = 14'b00000101011000;
      8'd15: data = 14'b00000101110000;
      8'd16: data = 14'b00000110000111;
      8'd17: data = 14'b00000110011110;
      8'd18: data = 14'b00000110110101;
      8'd19: data = 14'b00000111001100;
      8'd20: data = 14'b00000111100010;
      8'd21: data = 14'b00000111111000;
      8'd22: data = 14'b00001000001110;
      8'd23: data = 14'b00001000100011;
      8'd24: data = 14'b00001000111000;
      8'd25: data = 14'b00001001001101;
      8'd26: data = 14'b00001001100001;
      8'd27: data = 14'b00001001110101;
      8'd28: data = 14'b00001010001001;
      8'd29: data = 14'b00001010011100;
      8'd30: data = 14'b00001010101111;
      8'd31: data = 14'b00001011000010;
      8'd32: data = 14'b00001011010100;
      8'd33: data = 14'b00001011100101;
      8'd34: data = 14'b00001011110110;
      8'd35: data = 14'b00001100000111;
      8'd36: data = 14'b00001100010111;
      8'd37: data = 14'b00001100100111;
      8'd38: data = 14'b00001100110110;
      8'd39: data = 14'b00001101000101;
      8'd40: data = 14'b00001101010011;
      8'd41: data = 14'b00001101100001;
      8'd42: data = 14'b00001101101110;
      8'd43: data = 14'b00001101111010;
      8'd44: data = 14'b00001110000111;
      8'd45: data = 14'b00001110010010;
      8'd46: data = 14'b00001110011101;
      8'd47: data = 14'b00001110101000;
      8'd48: data = 14'b00001110110010;
      8'd49: data = 14'b00001110111011;
      8'd50: data = 14'b00001111000100;
      8'd51: data = 14'b00001111001100;
      8'd52: data = 14'b00001111010011;
      8'd53: data = 14'b00001111011010;
      8'd54: data = 14'b00001111100001;
      8'd55: data = 14'b00001111100111;
      8'd56: data = 14'b00001111101100;
      8'd57: data = 14'b00001111110000;
      8'd58: data = 14'b00001111110100;
      8'd59: data = 14'b00001111111000;
      8'd60: data = 14'b00001111111011;
      8'd61: data = 14'b00001111111101;
      8'd62: data = 14'b00001111111110;
      8'd63: data = 14'b00001111111111;
      8'd64: data = 14'b00010000000000;
      8'd65: data = 14'b00001111111111;
      8'd66: data = 14'b00001111111110;
      8'd67: data = 14'b00001111111101;
      8'd68: data = 14'b00001111111011;
      8'd69: data = 14'b00001111111000;
      8'd70: data = 14'b00001111110100;
      8'd71: data = 14'b00001111110000;
      8'd72: data = 14'b00001111101100;
      8'd73: data = 14'b00001111100111;
      8'd74: data = 14'b00001111100001;
      8'd75: data = 14'b00001111011010;
      8'd76: data = 14'b00001111010011;
      8'd77: data = 14'b00001111001100;
      8'd78: data = 14'b00001111000100;
      8'd79: data = 14'b00001110111011;
      8'd80: data = 14'b00001110110010;
      8'd81: data = 14'b00001110101000;
      8'd82: data = 14'b00001110011101;
      8'd83: data = 14'b00001110010010;
      8'd84: data = 14'b00001110000111;
      8'd85: data = 14'b00001101111010;
      8'd86: data = 14'b00001101101110;
      8'd87: data = 14'b00001101100001;
      8'd88: data = 14'b00001101010011;
      8'd89: data = 14'b00001101000101;
      8'd90: data = 14'b00001100110110;
      8'd91: data = 14'b00001100100111;
      8'd92: data = 14'b00001100010111;
      8'd93: data = 14'b00001100000111;
      8'd94: data = 14'b00001011110110;
      8'd95: data = 14'b00001011100101;
      8'd96: data = 14'b00001011010100;
      8'd97: data = 14'b00001011000010;
      8'd98: data = 14'b00001010101111;
      8'd99: data = 14'b00001010011100;
      8'd100: data = 14'b00001010001001;
      8'd101: data = 14'b00001001110101;
      8'd102: data = 14'b00001001100001;
      8'd103: data = 14'b00001001001101;
      8'd104: data = 14'b00001000111000;
      8'd105: data = 14'b00001000100011;
      8'd106: data = 14'b00001000001110;
      8'd107: data = 14'b00000111111000;
      8'd108: data = 14'b00000111100010;
      8'd109: data = 14'b00000111001100;
      8'd110: data = 14'b00000110110101;
      8'd111: data = 14'b00000110011110;
      8'd112: data = 14'b00000110000111;
      8'd113: data = 14'b00000101110000;
      8'd114: data = 14'b00000101011000;
      8'd115: data = 14'b00000101000001;
      8'd116: data = 14'b00000100101001;
      8'd117: data = 14'b00000100010001;
      8'd118: data = 14'b00000011111000;
      8'd119: data = 14'b00000011100000;
      8'd120: data = 14'b00000011000111;
      8'd121: data = 14'b00000010101111;
      8'd122: data = 14'b00000010010110;
      8'd123: data = 14'b00000001111101;
      8'd124: data = 14'b00000001100100;
      8'd125: data = 14'b00000001001011;
      8'd126: data = 14'b00000000110010;
      8'd127: data = 14'b00000000011001;
      8'd128: data = 14'b00000000000000;
      8'd129: data = 14'b11111111100111;
      8'd130: data = 14'b11111111001110;
      8'd131: data = 14'b11111110110101;
      8'd132: data = 14'b11111110011100;
      8'd133: data = 14'b11111110000011;
      8'd134: data = 14'b11111101101010;
      8'd135: data = 14'b11111101010001;
      8'd136: data = 14'b11111100111001;
      8'd137: data = 14'b11111100100000;
      8'd138: data = 14'b11111100001000;
      8'd139: data = 14'b11111011101111;
      8'd140: data = 14'b11111011010111;
      8'd141: data = 14'b11111010111111;
      8'd142: data = 14'b11111010101000;
      8'd143: data = 14'b11111010010000;
      8'd144: data = 14'b11111001111001;
      8'd145: data = 14'b11111001100010;
      8'd146: data = 14'b11111001001011;
      8'd147: data = 14'b11111000110100;
      8'd148: data = 14'b11111000011110;
      8'd149: data = 14'b11111000001000;
      8'd150: data = 14'b11110111110010;
      8'd151: data = 14'b11110111011101;
      8'd152: data = 14'b11110111001000;
      8'd153: data = 14'b11110110110011;
      8'd154: data = 14'b11110110011111;
      8'd155: data = 14'b11110110001011;
      8'd156: data = 14'b11110101110111;
      8'd157: data = 14'b11110101100100;
      8'd158: data = 14'b11110101010001;
      8'd159: data = 14'b11110100111110;
      8'd160: data = 14'b11110100101100;
      8'd161: data = 14'b11110100011011;
      8'd162: data = 14'b11110100001010;
      8'd163: data = 14'b11110011111001;
      8'd164: data = 14'b11110011101001;
      8'd165: data = 14'b11110011011001;
      8'd166: data = 14'b11110011001010;
      8'd167: data = 14'b11110010111011;
      8'd168: data = 14'b11110010101101;
      8'd169: data = 14'b11110010011111;
      8'd170: data = 14'b11110010010010;
      8'd171: data = 14'b11110010000110;
      8'd172: data = 14'b11110001111001;
      8'd173: data = 14'b11110001101110;
      8'd174: data = 14'b11110001100011;
      8'd175: data = 14'b11110001011000;
      8'd176: data = 14'b11110001001110;
      8'd177: data = 14'b11110001000101;
      8'd178: data = 14'b11110000111100;
      8'd179: data = 14'b11110000110100;
      8'd180: data = 14'b11110000101101;
      8'd181: data = 14'b11110000100110;
      8'd182: data = 14'b11110000011111;
      8'd183: data = 14'b11110000011001;
      8'd184: data = 14'b11110000010100;
      8'd185: data = 14'b11110000010000;
      8'd186: data = 14'b11110000001100;
      8'd187: data = 14'b11110000001000;
      8'd188: data = 14'b11110000000101;
      8'd189: data = 14'b11110000000011;
      8'd190: data = 14'b11110000000010;
      8'd191: data = 14'b11110000000001;
      8'd192: data = 14'b11110000000000;
      8'd193: data = 14'b11110000000001;
      8'd194: data = 14'b11110000000010;
      8'd195: data = 14'b11110000000011;
      8'd196: data = 14'b11110000000101;
      8'd197: data = 14'b11110000001000;
      8'd198: data = 14'b11110000001100;
      8'd199: data = 14'b11110000010000;
      8'd200: data = 14'b11110000010100;
      8'd201: data = 14'b11110000011001;
      8'd202: data = 14'b11110000011111;
      8'd203: data = 14'b11110000100110;
      8'd204: data = 14'b11110000101101;
      8'd205: data = 14'b11110000110100;
      8'd206: data = 14'b11110000111100;
      8'd207: data = 14'b11110001000101;
      8'd208: data = 14'b11110001001110;
      8'd209: data = 14'b11110001011000;
      8'd210: data = 14'b11110001100011;
      8'd211: data = 14'b11110001101110;
      8'd212: data = 14'b11110001111001;
      8'd213: data = 14'b11110010000110;
      8'd214: data = 14'b11110010010010;
      8'd215: data = 14'b11110010011111;
      8'd216: data = 14'b11110010101101;
      8'd217: data = 14'b11110010111011;
      8'd218: data = 14'b11110011001010;
      8'd219: data = 14'b11110011011001;
      8'd220: data = 14'b11110011101001;
      8'd221: data = 14'b11110011111001;
      8'd222: data = 14'b11110100001010;
      8'd223: data = 14'b11110100011011;
      8'd224: data = 14'b11110100101100;
      8'd225: data = 14'b11110100111110;
      8'd226: data = 14'b11110101010001;
      8'd227: data = 14'b11110101100100;
      8'd228: data = 14'b11110101110111;
      8'd229: data = 14'b11110110001011;
      8'd230: data = 14'b11110110011111;
      8'd231: data = 14'b11110110110011;
      8'd232: data = 14'b11110111001000;
      8'd233: data = 14'b11110111011101;
      8'd234: data = 14'b11110111110010;
      8'd235: data = 14'b11111000001000;
      8'd236: data = 14'b11111000011110;
      8'd237: data = 14'b11111000110100;
      8'd238: data = 14'b11111001001011;
      8'd239: data = 14'b11111001100010;
      8'd240: data = 14'b11111001111001;
      8'd241: data = 14'b11111010010000;
      8'd242: data = 14'b11111010101000;
      8'd243: data = 14'b11111010111111;
      8'd244: data = 14'b11111011010111;
      8'd245: data = 14'b11111011101111;
      8'd246: data = 14'b11111100001000;
      8'd247: data = 14'b11111100100000;
      8'd248: data = 14'b11111100111001;
      8'd249: data = 14'b11111101010001;
      8'd250: data = 14'b11111101101010;
      8'd251: data = 14'b11111110000011;
      8'd252: data = 14'b11111110011100;
      8'd253: data = 14'b11111110110101;
      8'd254: data = 14'b11111111001110;
      8'd255: data = 14'b11111111100111;
    endcase
  end
endmodule
module synth #(
    parameter N_VOICES = 1
)(
    input clk,
    input rst,
    input [N_VOICES-1:0] [23:0] carrier_fcws,
    input [23:0] mod_fcw,
    input [4:0] mod_shift,
    input [N_VOICES-1:0] note_en,
    output reg [13:0] sample,
    output sample_valid,
    input sample_ready
);
    localparam STATE_FETCH_MOD = 0;  
    localparam STATE_SET_FCW = 1;   
    localparam STATE_FETCH_CAR = 2;  
    localparam STATE_SUM = 3;  
    localparam STATE_WAITING = 4;  
    reg [3:0] state;
    wire mod_next_sample;
    wire [13:0] mod_samples;
    reg [13:0] mod_samples_ff;
    reg [23:0] mod_samples_shifted;
    wire [23:0] carrier_fcws_modulated;
    reg carrier_next_sample;
    wire [13:0] carrier_samples;
    reg [13:0] carrier_samples_ff;
    wire [13:0] partial_sums;
    nco mod_nco (
        .clk(clk),
        .rst(rst),
        .fcw(mod_fcw),
        .next_sample(mod_next_sample),
        .code(mod_samples)
    );
    nco carrier_nco (
        .clk(clk),
        .rst(rst),
        .fcw(carrier_fcws_modulated),
        .next_sample(carrier_next_sample),
        .code(carrier_samples)
    );
    assign sample_valid = state == STATE_WAITING;
    always @(posedge clk) begin
        if (rst) begin
            state <= STATE_FETCH_MOD;
        end else begin
            case (state)
                STATE_FETCH_MOD: state <= STATE_SET_FCW;
                STATE_SET_FCW: state <= STATE_FETCH_CAR;
                STATE_FETCH_CAR: state <= STATE_SUM;
                STATE_SUM: state <= STATE_WAITING;
                STATE_WAITING: state <= (sample_valid && sample_ready) ? STATE_FETCH_MOD : state;
            endcase
        end
    end
    always @(posedge clk) begin
        if (state == STATE_FETCH_MOD) begin
            mod_samples_ff <= mod_samples;
        end
    end
    assign mod_next_sample = (state == STATE_FETCH_MOD) && note_en;
    always @(posedge clk) begin
        if (state == STATE_SET_FCW) begin
            mod_samples_shifted <= ({{10{mod_samples_ff[13]}}, mod_samples_ff}) << mod_shift;
        end
    end
    assign carrier_fcws_modulated = carrier_fcws + mod_samples_shifted;
    always @(posedge clk) begin
        if (state == STATE_FETCH_CAR) begin
            carrier_samples_ff <= carrier_samples;
        end
    end
    assign carrier_next_sample = (state == STATE_FETCH_CAR) && note_en;
    assign sample = carrier_samples;
endmodule
</file>
==> results.py <==
# Generated from Yosys and OpenROAD reports
metrics = {
    "status": {
        "outcome": "finished clean",
    },
    "detailed_routing": {
        "diodes": 0,
        "via_count": 13695,
        "drt-initial-drc-count": 1599,
        "avgViaCountPerCell": 6.658,
        "routedWlPerCell_um": 21.09,
        "antenna_left": 0,
        "wirelength_um": 43370,
        "drc_errors": 0,
        "dr.pass1.iters": 8,
    },
    "floorplan": {
        "ios": 72,
        "die-height_um": 162.3,
        "die_area_um2": 26330,
        "fp-row-count": 58,
        "fp_util_pct": 51.01,
        "fp.dieW_um": 162.3,
        "coreArea_um2": 25180,
    },
    "critical_path": {
        "rrSetupSlack_ps": 5130,
        "critPathMaxFanout": 26,
        "crit_type": "input pin to flop",
        "reg2reg_depth": 17,
        "cp-end-kind": "flop",
        "cp.required_ps": 11060,
        "startpoint_type": "input pin",
        "crit_arrival_ps": 7790,
    },
    "power": {
        "power.leakage_uw": 0.005074,
        "cellPowerDensity_nw_per_um2": 146.3,
        "peakVddDrop_mv": 0.1100,
    },
    "sta": {
        "tightestPinTransition_ps": 986.3,
        "rsz0062_at_grt": "false",
        "min_period_ps": 7531,
        "setup_viol": 0,
        "period_used_pct": 69.73,
        "fmax_mhz": 132.8,
        "fin_setup_tns_ps": 0,
        "whs_ps": 461.0,
        "clock_skew_ps": 23.12,
        "maxSlewHeadroom_pct": 33.94,
        "hold_viol_final": 0,
        "finalMaxSlewViolations": 0,
    },
    "synth": {
        "synth_cell_types": 103,
        "syn_avg_cell_area_um2": 7.232,
        "largest_area_cell": "dfxtp_1",
        "edf_count": 36,
        "async_flop_share_pct": 0,
        "netlist.area_leader.share_pct": 9.819,
        "synth_chip_area_um2": 12840,
        "ys_seq_share_pct": 18.23,
        "top_cells_by_count": "nor2_1 (192), nand2_1 (187), a21oi_1 (186), o21ai_0 (139), clkbuf_1 (94)",
        "synth.most_common_cell": "nor2_1",
        "yosysWarningCount": 5,
        "synth_area_um2": 12840,
        "ys_cells": 1776,
        "ys.flop_type": "dfxtp_1",
        "ys_ff": 99,
        "topCellsByArea": "dfxtp_1 (9.8%), edfxtp_1 (8.4%), a21oi_1 (7.2%), ha_1 (7.2%), nor2_1 (5.6%)",
        "synthCells": 1776,
    },
    "cts": {
        "clock_path_buffers": 2,
        "cts_buffers": 9,
        "cts-htree-levels": 3,
        "cts_sinks": 99,
        "postCtsHoldBufs": 0,
        "cts_setup_buffers": 0,
        "root_buffer": "clkbuf_16",
        "tritoncts": "done",
        "clk-insertion-delay-late_ps": 370,
        "clkTransAtPathRegs_ps": 90,
        "cts_resized": 0,
    },
    "final_layout": {
        "drive_gt1_share_pct": 6.022,
        "post-route-util_pct": 54.64,
        "syn2layout_area_growth_pct": 7.111,
        "fillers": 2402,
    },
    "min_path": {
        "holdCritPathClass": "flop to flop",
        "hold_path_depth": 2,
    },
    "global_route": {
        "grt_pass1_wl_um": 68870,
        "antenna_found_initial": 0,
        "grt_pass1_vias": 12283,
        "track_usage_pct": 33.96,
        "grt-ovfl-total": 0,
        "grt_max_degree": 69,
    },
    "run": {
        "warnings": 47,
        "cap_violations": 0,
    },
    "place": {
        "port_buffers": 71,
        "post-dp-hpwl_um": 29690,
        "routabilityCongestion": 0.9883,
    },
}
==> per-stage QoR <==
| step | instances | area, um^2 | total power [uW] | setup WS (ps) |
|---|---|---|---|---|
| after global placement | 2041 | 13470 | 1657 | 3060 |
| final | 2057 | 13760 | 2013 | 3269 |
| after global routing | 2057 | 13760 | 2158 | 2962 |
| after floorplan | 1776 | 12840 | 1346 | 4349 |
| after detailed placement | 2041 | 13470 | 1651 | 3140 |
| after CTS | 2057 | 13760 | 1999 | 3504 |
==> layer usage <==
layer  GRT usage (%)  up-vias  wire (um)
met5               0        -          0
met4           12.35        0       1824
met3           5.861      131       3793
met2           50.10      741      18960
met1           50.72     6279      18800
li1                -     6544          -
==> report_power, final <==
group | internal, uW | leakage (uW) | total (uW) | switching [uW]
combinational | 444 | 0.00406 | 1170 | 722
clock | 164 | 0.000146 | 340 | 176
sequential | 457 | 0.000870 | 508 | 50.5
total | 1060 | 0.00507 | 2010 | 948
==> state kept, by name (all words and copies together) (netlist names) <==
signal	cells
mod_samples_shifted	24
mod_samples_ff	12
sample	12
state	3
mod_nco.pa	24
carrier_nco.pa	24
==> critical path: stages <==
cell and delay [ps]:
clkdlybuf4s50_1 450, inv_1 50, fa_1 410, inv_1 70, ha_1 180, inv_1 70, fa_1 460, nand2b_1 170
a211oi_1 540, o21a_1 240, o21ai_0 110, a31o_1 240, buf_4 240, ha_1 530, a31oi_1 810, nor3_1 240
a211oi_1 310, o211ai_1 140, a221oi_2 310, a211oi_2 60
==> cell usage in the layout (no fill, tap or decap), drive strengths merged, types with 14 or more instances in the layout <==
cell and n:
nand2b 17, o21ai 162, edfxtp 36, fa 25
xnor2 27, a31oi 25, a211oi 55, o22ai 19
o311ai 17, dfxtp 63, o31ai 18, a21oi 187
buf 30, nor3 50, mux2i 25, a311oi 16
inv 63, a21o 14, nand3 39, clkdlybuf4s50 70
o211ai 47, nand2 187, ha 74, a221oi 17
nor2 197
==> final timing paths <==
path	startpoint	endpoint
worst max-delay path	carrier_fcws[0]	sample[3]
worst min-delay path	mod_nco.pa[6]	mod_nco.pa[6]
worst min register to register	mod_nco.pa[6]	mod_nco.pa[6]
worst max register to register	mod_samples_shifted[1]	sample[3]
==> kinds of logic (layout without fill, tap and decap cells) <==
logic type      count (synthesis)  count (layout)  synth area share [%]
buf+inv                       224             175                 7.393
mux                            38              38                 3.351
flops                          99              99                 18.23
simple gates                  573             573                 20.31
xor+xnor                       39              39                 2.659
compound gates                702             702                 36.79
fa+ha+maj                     101             101                 11.26
==> cell type report <==
class	count	area (um^2)	share of cell area (%)
clock inverter	7	67.56	0.4911
multi-input combinational	1453	9562	69.50
tap	330	412.9	3.001
sequential	99	2346	17.05
inverter	59	221.5	1.610
clock buffer	9	225.2	1.637
timing repair buffer	100	923.4	6.712
Power is estimated from default activity; no workload was simulated.
